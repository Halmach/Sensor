$ cat flow/design.v
`timescale 1ns / 1ps
module i2c_controller(
	input wire clk,
	input wire i2c_clk,
	input wire rst,
	input wire [6:0] addr,
	input wire [7:0] data_in,
	input wire [7:0] data_in_2,
	input wire ena_w_data_2,
	input wire enable,
	input wire rw,
	output reg [7:0] data_out,
	output wire ready,
	inout i2c_sda,
	inout wire i2c_scl
	);
	localparam IDLE = 0;
	localparam START = 1;
	localparam ADDRESS = 2;
	localparam READ_ACK = 3;
	localparam WRITE_DATA = 4;
	localparam WRITE_ACK = 5;
	localparam READ_DATA = 6;
	localparam READ_ACK2 = 7;
	localparam STOP = 8;
	localparam WRITE_DATA_2 = 9;
	localparam READ_ACK3 = 10;
	localparam DIVIDE_BY = 4;
	reg [7:0] state;
	reg [7:0] saved_addr;
	reg [7:0] saved_data;
	reg [7:0] saved_data_2;
	reg [7:0] counter;
	reg [7:0] counter2 = 0;
	reg write_enable;
	reg sda_out;
	reg i2c_scl_enable = 0;
	assign ready = ((rst == 0) && (state == IDLE)) ? 1 : 0;
	assign i2c_scl = (i2c_scl_enable == 0 ) ? 1 : i2c_clk;
	assign i2c_sda = (write_enable == 1) ? sda_out : 'bz;
	always @(negedge i2c_clk, posedge rst) begin
		if(rst == 1) begin
			i2c_scl_enable <= 0;
		end else begin
			if ((state == IDLE) || (state == START) || (state == STOP)) begin
				i2c_scl_enable <= 0;
			end else begin
				i2c_scl_enable <= 1;
			end
		end
	end
	always @(posedge i2c_clk, posedge rst) begin
		if(rst == 1) begin
			state <= IDLE;
		end		
		else begin
			case(state)
				IDLE: begin
					if (enable) begin
						state <= START;
						saved_addr <= {addr, rw};
						saved_data <= data_in;
						saved_data_2 <= data_in_2;
					end
					else state <= IDLE;
				end
				START: begin
					counter <= 7;
					state <= ADDRESS;
				end
				ADDRESS: begin
					if (counter == 0) begin 
						state <= READ_ACK;
					end else counter <= counter - 1;
				end
				READ_ACK: begin
					if (i2c_sda == 0) begin
						counter <= 7;
						if(saved_addr[0] == 0) state <= WRITE_DATA;
						else state <= READ_DATA;
					end else state <= STOP;
				end
				WRITE_DATA: begin
					if(counter == 0) begin
						state <= READ_ACK2;
					end else counter <= counter - 1;
				end
				READ_ACK2: begin
					if (i2c_sda == 0) counter <= 7;
					if ((i2c_sda == 0) && ena_w_data_2) state <= WRITE_DATA_2;
					else if ((i2c_sda == 0) && (enable == 1)) state <= IDLE;
					else state <= STOP;
				end
				WRITE_DATA_2: begin
					if(counter == 0) begin
						state <= READ_ACK3;
					end else counter <= counter - 1;
				end
				READ_ACK3: begin
					if ((i2c_sda == 0) && (enable == 1)) state <= IDLE;
					else state <= STOP;
				end
				READ_DATA: begin
					data_out[counter] <= i2c_sda;
					if (counter == 0) state <= WRITE_ACK;
					else counter <= counter - 1;
				end
				WRITE_ACK: begin
					state <= STOP;
				end
				STOP: begin
					state <= IDLE;
				end
			endcase
		end
	end
	always @(negedge i2c_clk, posedge rst) begin
		if(rst == 1) begin
			write_enable <= 1;
			sda_out <= 1;
		end else begin
			case(state)
				START: begin
					write_enable <= 1;
					sda_out <= 0;
				end
				ADDRESS: begin
					sda_out <= saved_addr[counter];
				end
				READ_ACK: begin
					write_enable <= 0;
				end
				WRITE_DATA: begin 
					write_enable <= 1;
					sda_out <= saved_data[counter];
				end
				WRITE_DATA_2: begin 
					write_enable <= 1;
					sda_out <= saved_data_2[counter];
				end
				WRITE_ACK: begin
					write_enable <= 1;
					sda_out <= 0;
				end
				READ_DATA: begin
					write_enable <= 0;				
				end
				STOP: begin
					write_enable <= 1;
					sda_out <= 1;
				end
			endcase
		end
	end
endmodule
$ cat flow/run.sh
#!/bin/bash
# OpenROAD 26Q1-2900-gdf79404cd8, Yosys 0.63+post, stock flow scripts
make -C /OpenROAD-flow-scripts/flow DESIGN_CONFIG=/design/flow/config.mk WORK_HOME=/design/flow/orfs finish
$ cat flow/config.mk
export PLATFORM = sky130hd
export DESIGN_NAME = i2c_controller
export DESIGN_NICKNAME = i2c_controller
export VERILOG_FILES = /design/flow/design.v
export SDC_FILE = /design/flow/constraint.sdc
export NUM_CORES = 4
export LEC_CHECK = 1
export CORE_UTILIZATION = 40
$ cat flow/constraint.sdc
current_design i2c_controller

set clk_period 3.1
set clk_io_pct 0.2

create_clock -name clk0 -period $clk_period [get_ports {i2c_clk}]

set non_clock_inputs [all_inputs -no_clocks]
set_input_delay [expr $clk_period * $clk_io_pct] -clock clk0 $non_clock_inputs
set_output_delay [expr $clk_period * $clk_io_pct] -clock clk0 [all_outputs]
==> flow_metrics.py <==
# Auto-generated metrics
metrics = {
    "status": {
        "status": "did not finish",
        "lastStage": "clock tree synthesis",
        "first-error": "[error] [KeplerFormal.cpp:679] Workflow failed: Iso has multiple drivers: .i2c_sda0, place52.X0",
    },
    "floorplan": {
        "row_count": 28,
        "die_w_um": 80.4,
        "die_y_um": 80.4,
        "fp_util_pct": 41.5,
        "ios": 40,
    },
    "logic_synthesis": {
        "numSynthFlops": 53,
        "async_flop_share_pct": 24.5,
        "yosys_area_um2": 2460,
        "synthCells": 197,
        "edf_count": 40,
        "syn_area_um2": 2460,
        "yosys-top-cells-count": "edfxtp_1 (40), nand2_1 (22), nor2_1 (14)",
        "ys_types": 49,
        "yosys_cells": 197,
        "top_area_share_pct": 48.9,
        "ys_seq_share_pct": 62.2,
        "synth_top_cell_by_count": "edfxtp_1",
        "synth_area_leader_cell": "edfxtp_1",
        "ff_type": "edfxtp_1",
        "area_leaders": "edfxtp_1 (49%), dfrtp_1 (10%), nand2_1 (3.4%)",
        "yosys_warnings": 2,
        "syn_avg_cell_area_um2": 12.5,
    },
    "cts": {
        "ctsLongestPathBuffers": 2,
        "h-tree-depth": 2,
        "cts_buffers": 5,
        "cts_resized": 1,
        "cts_root_buffer": "clkbuf_8",
        "post_cts_buffers": 1,
        "postCtsHoldBufs": 0,
    },
    "place": {
        "routabilityCongestion": 0.807,
        "hpwl_um": 3320,
        "place_inst": 318,
        "port_buffers": 36,
    },
}
## cell families after synthesis
logic type	Yosys count	synth area share, %
buf+inv	16	3.82
mux	6	2.75
xor+xnor	6	2.14
flops	53	62.2
compound gates	35	10.6
fa+ha+maj	2	1.02
simple gates	79	17.4
## per-stage QoR
stage	area [µm²]	setup WS, ns
after detailed placement	2990	0.0612
after floorplan	2460	0.0808
after global placement	2990	0.0739
